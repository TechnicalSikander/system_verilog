===== flow/run.sh =====
#!/bin/bash
# OpenROAD 26Q1-2900-gdf79404cd8, Yosys 0.63+post, stock flow scripts
make -C /OpenROAD-flow-scripts/flow DESIGN_CONFIG=/design/flow/config.mk WORK_HOME=/design/flow/orfs finish

===== flow/constraint.sdc =====
current_design syn_dual_port_ram

set clk_period 2.4
set clk_io_pct 0.2

create_clock -name clk0 -period $clk_period [get_ports {clk}]

set non_clock_inputs [all_inputs -no_clocks]
set_input_delay [expr $clk_period * $clk_io_pct] -clock clk0 $non_clock_inputs
set_output_delay [expr $clk_period * $clk_io_pct] -clock clk0 [all_outputs]

===== flow/design.v =====
module syn_dual_port_ram
#(parameter  A_WIDTH = 3, D_WIDTH = 8)
(
input logic clk, we_a,we_b,
input logic [A_WIDTH -1:0] add_a,
input logic [A_WIDTH -1:0] add_b,
input logic [D_WIDTH -1:0] din_a,din_b,
output logic [D_WIDTH -1:0] dout_a,
output logic [D_WIDTH -1:0] dout_b
    );
  logic [D_WIDTH -1 :0] mem [0:2**A_WIDTH-1];
  always_ff@(posedge clk)
    begin
      if(we_a)
        mem[add_a] <= din_a;
     dout_a <= mem[add_a]; 
    end
   always_ff@(posedge clk)
    begin
      if(we_b)
        mem[add_b] <= din_b;
     dout_b <= mem[add_b]; 
    end
endmodule

===== flow/config.mk =====
export PLATFORM = sky130hd
export DESIGN_NAME = syn_dual_port_ram
export DESIGN_NICKNAME = syn_dual_port_ram
export VERILOG_FILES = /design/flow/design.v
export SDC_FILE = /design/flow/constraint.sdc
export NUM_CORES = 4
export LEC_CHECK = 1
export CORE_UTILIZATION = 30

==> ci_impl_report.md <==
## Implementation flow summary

| Metric | Value |
|---|---|
| Top cells by area | `edfxtp_1 (46%), mux2_2 (21%), mux4_1 (10%)` |
| Die Y | `121 µm` |
| Log Warnings | `25` |
| I/O Pins | `41` |
| Crit-path cells | `clkdlybuf4s50_1 -> nor4bb_4 -> o21bai_1 -> buf_4 -> buf_4` |
| Post-Layout Cell Count | `491` |
| Largest net degree at the start of global routing | `21` |
| Peak Freq | `0.449 GHz` |
| Critical path peak fanout | `7` |
| Yosys chip area | `4210 µm²` |
| Clock Path Buffers | `2` |
| CP required | `2.45 ns` |
| Relative slew slack | `62.7%` |
| Tightest Pin Transition | `0.558 ns` |
| Worst EP arrival | `2.28 ns` |
| Post-CTS Hold Buffers | `0` |
| Final period utilization | `92.9%` |
| Final setup skew | `0.00425 ns` |
| Mean Syn Cell Area | `18.2 µm²` |
| Max VDD drop | `0.395 mV` |
| Setup TNS | `0 ns` |
| DRT Pass-1 Iters | `4` |
| Core ar. | `13500 µm²` |
| CTS root buf | `clkbuf_16` |
| CP Class | `in2reg` |
| Yosys warnings | `1` |
| Avg WL per Cell | `21.2 µm` |
| CP max-delay cell | `clkdlybuf4s50_1` |
| PnR worst setup slack | `0.170 ns` |
| Initial antenna violation count | `0` |
| Ys cells | `231` |
| Finished layout cell area | `5470 µm²` |
| Pre-CTS setup slack | `-0.275 ns` |
| Layout cells sized above 1 | `51.4%` |
| Residual DRC | `0` |
| Worst-skew pair later-pin latency | `0.34 ns` |
| FP Util | `31.3%` |
| LEAKAGE | `1.94 nW` |
| Vias | `2522` |
| Pins Over Slew Limit | `0` |
| Startpoint types | `primary input` |
| Unrepaired setup endpoints after global routing | `false` |
| Number of buffers added on ports | `40` |
| DRT antenna net count | `0` |
| Die span in x | `121 µm` |
| Final setup violation count | `0` |
| Final HPWL DP | `7510 µm` |
| # rows | `42` |
| Max-cap viol count | `0` |
| DR iter-0 viols | `78` |
| CTS tree | `yes` |
| Netlist cell types | `22` |
| Ys flops | `80` |
| Cell Area, Placed | `5150 µm²` |
| Seq share, synth | `53.2%` |
| Post-Place Cells | `475` |
| GRT Util Overall | `16.2%` |
| Largest area contributor in the netlist | `edfxtp_1` |
| CP Capture Type | `flip-flop` |
| Final Hold Vio Count | `0` |
| H-Tree Level Count | `3` |
| Mapped Cells | `231` |
| Vias in the first global route | `2723` |
| # diodes | `0` |
| Period minus WS final | `2.23 ns` |
| Vias per cell | `5.14` |
| First-pass GRT wire length | `16100 µm` |
| Area growth from synthesis to layout | `29.8%` |
| Placer Congestion | `0.870` |
| PostCTS Resize Cnt | `0` |
| CP most frequent cell | `buf_4` |
| CP max stage delay | `0.58 ns` |
| Mapped cell area | `4210 µm²` |
| Grt ovf | `0` |
| CTS sink cnt | `80` |
| Clk slew on worst S/H paths | `0.06 ns` |
| Synth top area share | `45.6%` |
| CTS Buf Count | `9` |
| Hold Path Class | `reg2reg` |
| Pwr/cell area | `658 nW/µm²` |
| Postcts setup bufs | `0` |
| Final wirelength | `10400 µm` |
| Status | `complete, no violations` |
| Die area | `14500 µm²` |
==> per-stage QoR <==
step | util [%] | hold slack [ns] | power [mW]
global placement | 38.1 | 0.681 | 2.18
global route | 40.7 | 0.728 | 3.74
CTS | 40.6 | 0.711 | 3.64
detailed placement | 38.3 | 0.690 | 2.19
floorplan | - | 0.662 | 1.92
finish | 40.7 | 0.705 | 3.60
==> where the power goes <==
part	internal [mW]	total [mW]	switching, mW
registers	1.61	1.65	0.0394
clock network	0.911	1.44	0.530
logic	0.318	0.504	0.186
total	2.84	3.60	0.755
==> synthesized netlist by cell type (all sizes together) <==
cell and instances:
mux2 80, o21ai 4, nand4b 3, nor2 1, nand2b 3, clkbuf 5
buf 11, a31o 2, and4bb 2, edfxtp 64, nand2 2, nor4b 1
dfxtp 16, mux4 32, nand4 1, inv 1, o21bai 2, nor4bb 1
==> cells in the final DEF, fill, tap and decap left out <==
cell type | netlist | layout
a31o_2 | 2 | 2
and4bb_2 | 2 | 2
buf_12 | 0 | 5
buf_4 | 0 | 39
bufinv_16 | 0 | 2
clkbuf_1 | 4 | 2
clkbuf_16 | 0 | 9
clkdlybuf4s50_1 | 0 | 40
clkinv_2 | 0 | 1
clkinv_4 | 0 | 1
clkinvlp_4 | 0 | 1
dfxtp_1 | 16 | 16
edfxtp_1 | 64 | 64
inv_1 | 1 | 1
mux2_1 | 2 | 2
mux2_2 | 78 | 78
mux4_1 | 16 | 16
mux4_2 | 16 | 16
nand2_1 | 2 | 2
nand2b_1 | 3 | 3
nand4_2 | 1 | 1
nand4b_2 | 3 | 3
nor2_1 | 1 | 1
nor4b_4 | 1 | 1
nor4bb_4 | 0 | 1
o21ai_0 | 4 | 4
o21bai_1 | 2 | 2
==> cell families (layout without fill, tap and decap cells) <==
| group | count (synthesis) | in the layout | synth area share (%) |
|---|---|---|---|
| AOI/OAI and AO/OA | 8 | 8 | 1.25 |
| buffers and inverters | 17 | 101 | 2.17 |
| DFF | 80 | 80 | 53.2 |
| muxes | 112 | 112 | 39.9 |
| and+or+nand+nor | 14 | 14 | 3.47 |
==> final timing paths <==
path	start	endpoint	slack, ns	depth (start not counted)
setup / recovery	add_a[2]	mem[1][1]	0.17	5
setup reg to reg	mem[2][5]	dout_a[5]	1.07	2
hold reg to reg	mem[5][7]	dout_a[7]	0.71	2
hold / removal	mem[5][7]	dout_a[7]	0.71	2
==> worst max-delay path: cells and delay by family <==
family / cells / cell delay [ns]
compound gates: 1 / 0.34
buf+inv: 3 / 0.99
simple gates: 1 / 0.46
==> routing by layer <==
metal | up-vias | global-route usage, % | wire length, µm
li1 | 1143 | - | -
met1 | 1255 | 23.8 | 4490
met4 | 0 | 2.70 | 229
met2 | 103 | 24.1 | 4720
met5 | - | 0 | 0
met3 | 21 | 6.84 | 984
==> cell type report <==
| cell class | instances | area (µm²) |
|---|---|---|
| fillers | 1240 | 7980 |
| flip-flops and latches | 80 | 2240 |
| multi-input cells | 134 | 1900 |
| repair buffers | 84 | 793 |
| clock buffers | 11 | 233 |
| well taps | 176 | 220 |
| clock inverters | 5 | 81.3 |
| inverters | 1 | 3.75 |
==> sequential cells by signal (all words and copies together), names as in the netlist <==
register,cells
mem,64
dout_a,8
dout_b,8
Power figures rest on the tool's default switching activity, not on a simulated workload.
