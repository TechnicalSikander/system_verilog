[flow/design.v]
`timescale 1ns / 1ps
module cntrl
#(parameter ADD_WIDTH = 3)
(
input logic clk,w_en,r_en,rst,
output logic full, empty,
output logic [ADD_WIDTH-1:0] w_add,
output logic [ADD_WIDTH-1:0] r_add
    );
    logic [ADD_WIDTH-1:0] w_ptr,w_ptr_nxt,r_ptr,r_ptr_nxt;
    logic full_nxt;
    logic empty_nxt;
    always_ff@(posedge clk,posedge rst)
    begin
    if(rst) 
    begin
      w_ptr<=0;
      r_ptr<=0;
      full<=1'b0;
      empty<=1'b1;
    end
    else
    begin
       w_ptr<=w_ptr_nxt;
       r_ptr<=r_ptr_nxt;
       full<=full_nxt;
       empty<=empty_nxt;
    end
    end
 always_comb
 begin
 w_ptr_nxt =w_ptr;
 r_ptr_nxt = r_ptr;
 full_nxt =full;
 empty_nxt =empty;
 case({w_en,r_en})
 2'b01: 
 begin
     if(~empty)
       begin
       r_ptr_nxt=r_ptr+1;
       full_nxt=1'b0;
       if(r_ptr_nxt==w_ptr)
          empty_nxt=1'b1;
       else
           empty_nxt=1'b0;
        end
 end
  2'b10: 
 begin
 if(~full)
    begin
    w_ptr_nxt = w_ptr+1;
    empty_nxt = 1'b0;
    if(w_ptr_nxt==r_ptr)
       full_nxt= 1'b1;
     end
 end
  2'b11: 
    begin
      if(empty)
      begin
        w_ptr_nxt =w_ptr;
        r_ptr_nxt=r_ptr;
      end
      else
      begin
        w_ptr_nxt =w_ptr+1;
        r_ptr_nxt=r_ptr+1;
      end
 end
 default: ; 
 endcase
end
assign w_add =w_ptr;
assign r_add = r_ptr;
endmodule
module fifo
#(parameter ADD_WIDTH=3,DATA_WIDTH=8)
(
input logic clk,rst,
input logic w_en,r_en,
input logic [DATA_WIDTH-1:0]w_data,
output logic [DATA_WIDTH-1:0]r_data,
output logic full,empty
    );
logic [ADD_WIDTH-1:0]w_add,r_add;
reg_file #(.ADD_WIDTH(ADD_WIDTH),.DATA_WIDTH(DATA_WIDTH))r_file(.w_en(w_en & ~full),.*);
cntrl #(.ADD_WIDTH(ADD_WIDTH))cntrl_unit(.*);
endmodule
`timescale 1ns / 1ps
module reg_file
#(parameter ADD_WIDTH=3,DATA_WIDTH=8)
(
input logic clk,
input logic w_en,
input logic [ADD_WIDTH-1:0] w_add,
input logic [DATA_WIDTH-1:0]w_data,
input logic [ADD_WIDTH-1:0]r_add,
output logic [DATA_WIDTH-1:0]r_data
    );
   logic [DATA_WIDTH-1:0]mem[0:2**ADD_WIDTH -1];
   always_ff@(posedge clk)
   begin
   if(w_en)
   mem[w_add]<=w_data;
   end
   assign r_data = mem[r_add];
endmodule
[flow/run.sh]
#!/bin/bash
# OpenROAD 26Q1-2900-gdf79404cd8, Yosys 0.63+post, stock flow scripts
make -C /OpenROAD-flow-scripts/flow DESIGN_CONFIG=/design/flow/config.mk WORK_HOME=/design/flow/orfs finish
[flow/config.mk]
export PLATFORM = sky130hd
export DESIGN_NAME = fifo
export DESIGN_NICKNAME = fifo
export VERILOG_FILES = /design/flow/design.v
export SDC_FILE = /design/flow/constraint.sdc
export NUM_CORES = 4
export LEC_CHECK = 1
export CORE_UTILIZATION = 40
[flow/constraint.sdc]
current_design fifo

set clk_period 4.2
set clk_io_pct 0.2

create_clock -name clk0 -period $clk_period [get_ports {clk}]

set non_clock_inputs [all_inputs -no_clocks]
set_input_delay [expr $clk_period * $clk_io_pct] -clock clk0 $non_clock_inputs
set_output_delay [expr $clk_period * $clk_io_pct] -clock clk0 [all_outputs]
==> results.txt <==
DR pass1 iterations = 6
Max FO, Critical Path = 10
initial antenna violation count = 0
cts repair resizes = 0
Top cell excl fill/tap = edfxtp_1
YS chip area = 2970 µm²
hold bufs inserted after CTS = 0
DR WL/cell = 17.6 µm
Worst setup EP type = output pin
max-cap viol count = 0
Core Util at FP = 0.411
hold_ws = 0.519 ns
number of remaining DRC errors = 0
GRT Total Usage = 0.150
I/O pins = 22
Final Hold Vio Count = 0
Setup Skew = 0.00662 ns
Synth Instances = 143
wirelength, routed = 4.97 mm
Post-synth EDFFs = 64
Synth cell types = 24
wire length of the first global-routing pass = 7.62 mm
fmax = 0.299 GHz
flops out of synthesis = 72
Log Warnings = 25
status = finished clean
worst path cell trace = buf_4 > mux4_1 > mux2_2 > clkdlybuf4s50_1
final instance area = 3490 µm²
Vias = 1429
Synth Flop Type = edfxtp_1
total gr overflow = 0
Clock Latency Late Sink = 0.34 ns
Slew @ Worst Pin = 0.775 ns
VDD IR-drop max = 251 µV
Met1 Routed Length = 2.04 mm
Post-synth ARST share = 0.111
FILL cells = 622
Worst-path clk slew = 0.07 ns
metal3 WL = 533 µm
Clock Tree Root = clkbuf_8
Syn-to-layout area delta = 17.8%
Layout Cells excl Fill = 282
Fin Setup TNS = 0 ns
unrepaired setup endpoints after global routing = false
layout cell share with drive strength beyond 1 = 0.180
YS warnings = 2
number of diodes = 0
Avg Cell Area, Syn = 20.7 µm²
post-detailed-route via-to-cell ratio = 5.07
Post-DP HPWL = 3.09 mm
placed cells = 266
Crit-path slowest cell = dfrtp_1
placed cell area = 3320 µm²
final setup margin = 0.855 ns
Routed Antenna Nets = 0
CTS buffer count = 9
Worst Path Required = 3.36 ns
Die Y = 88.1 µm
number of global-route vias before repair = 1480
PD cells = 642 nW/µm²
routed wire length on met2 = 2.25 mm
FF-to-FF path depth = 4
Post-synth seq share = 0.716
largest net degree at the start of global routing = 19
Arr. time, crit path = 2.51 ns
Setup-failing EPs final = 0
CP max stage delay = 0.61 ns
core box area = 7210 µm²
IO buf count = 21
max-slew violations = 0
Startpoint Class = flop
die area = 7760 µm²
CTS tree = yes
Period minus WS final = 3.35 ns
WHS Path Cells = 2
drt first-iter violations = 77
Setup Buffers After CTS = 0
pre-CTS WS = 1.16 ns
Slew headroom = 0.484
Leak = 0.00119 µW
deepest clock path buffer count = 2
Max H-tree Level = 3
final worst-path cycle share = 0.796
Cell Rows = 31
ys cells = 143
Top Layout Cells = edfxtp_1 (64), clkdlybuf4s50_1 (21), mux4_1 (16)
GP Congestion = 0.804
# clock sinks = 72
Die X = 88.1 µm
Hold Path Class = flop to flop
Highest Signal Layer = met4
Cell Area, Synth = 2970 µm²
CP Class = flop to output pin
[synth_stat cells, types with 2 or more instances]
cell	number	area, µm²
dfrtp_1	7	175
or4b_1	2	20.0
o21ai_0	5	25.0
nand2_1	2	7.51
mux2_2	10	113
nand2b_1	4	25.0
nor3_1	2	10.0
xnor2_1	8	70.1
edfxtp_1	64	1920
xor2_1	2	17.5
clkbuf_1	2	7.51
ha_1	2	25.0
nor2_1	7	26.3
mux4_1	16	420
[flip-flops by register name, indices dropped and copies added (netlist names)]
name,count
cntrl_unit.full,1
cntrl_unit.empty,1
r_file.mem,64
cntrl_unit.w_ptr,3
cntrl_unit.r_ptr,3
[stage by stage]
stage	total power (µW)	utilization
floorplan	1490	-
global placement	1750	0.460
detailed placement	1770	0.460
CTS	2270	0.484
global route	2370	0.484
finish	2240	0.484
[layer usage]
| layer | vias up | GRT usage |
|---|---|---|
| met1 | 692 | 0.220 |
| li1 | 655 | - |
| met5 | - | 0 |
| met3 | 14 | 0.0821 |
| met2 | 68 | 0.219 |
| met4 | 0 | 0.0308 |
[cell type report]
cell class                      instances  area (µm²)  share of cell area
Clock inverter                          5        47.5              0.0136
Tap cell                               99         124              0.0354
Timing Repair Buffer                   30         278              0.0795
Multi-Input combinational cell         64         787               0.225
Clock buffer                           11         131              0.0376
Inverter                                1        3.75             0.00107
Sequential cell                        72        2120               0.608
[path summary, 6_finish.rpt]
kind	from	end	slack [ns]
worst max register to register	cntrl_unit.r_ptr[0]$_DFFE_PP0P_	cntrl_unit.empty$_DFFE_PP1P_	2.23
worst min register to register	cntrl_unit.empty$_DFFE_PP1P_	cntrl_unit.empty$_DFFE_PP1P_	0.52
worst min-delay path	cntrl_unit.empty$_DFFE_PP1P_	cntrl_unit.empty$_DFFE_PP1P_	0.52
max in group asynchronous	rst	cntrl_unit.empty$_DFFE_PP1P_	3.17
worst max-delay path	cntrl_unit.r_ptr[1]$_DFFE_PP0P_	r_data[6]	0.85
min in group asynchronous	rst	cntrl_unit.r_ptr[0]$_DFFE_PP0P_	0.75
[logic make-up (layout without fill, tap and decap cells)]
kind of cell               Yosys count  count (layout)  share of synthesized area
DFF                                 72              72                      0.716
muxes                               26              26                      0.180
and+or+nand+nor                     20              20                     0.0367
xor gates and xnor gates            10              10                     0.0295
buffers and inverters                7              47                     0.0186
AOI/OAI and AO/OA                    6               6                     0.0110
adders and majority gates            2               2                    0.00844
[critical path: cells and delay by family, from the launching register on]
kind / cells / cell delay (ns)
DFF: 1 / 0.61
buffers and inverters: 2 / 0.70
muxes: 2 / 0.85
[report_power, final]
part | leakage, µW | internal [µW] | switching [µW] | total, µW
registers | 0.000675 | 913 | 135 | 1050
logic | 0.000426 | 455 | 238 | 693
clock network | 0.0000922 | 269 | 233 | 501
No activity file was given, so power comes from the tool's default toggle rates.
