### flow/design.v
`timescale 1ns / 1ps
module mod_m_cnt
       #(parameter M = 10)
(
       input logic clk,rst,
       output logic [$clog2(M)-1:0] q,
       output logic max_tic
    );
   localparam N = $clog2(M);
   logic [N-1:0] r_next,r_reg;
   always_ff@(posedge clk,posedge rst)
   begin 
       if(rst)
          r_reg <= 0;
       else
          r_reg <= r_next;
   end
 assign r_next =(max_tic)?0: r_reg+1;
  assign q = r_reg; 
  assign max_tic=(r_reg==M - 1)?0:1; 
endmodule
module early_debnc(
input logic clk, rst,
input logic sw,
output logic db_early
    );
logic m_tic;
mod_m_cnt #(1000000) cntr(clk,rst,,m_tic);
typedef enum {zero,w0_1,w0_2,w0_3,one,w1_1,w1_2,w1_3}state;
state state_reg,state_next;
always_ff@(posedge clk,posedge rst)
begin
if(rst)
state_reg <= zero;
else
state_reg<=state_next;
end
always_comb
begin
   case (state_reg)
   zero:
      if (sw)
       state_next = w0_1;
      else
       state_next = zero;
   w0_1:
      if (sw)
        state_next = w0_2;
      else 
         if(m_tic) 
           state_next = w0_1;
         else
           state_next = zero;
   w0_2:
     if (sw)
          state_next = w0_3;
     else 
       if(m_tic)
         state_next = w0_2;
       else
        state_next = zero;
   w0_3:
      if (sw)
         state_next = one;
      else 
        if(m_tic) 
          state_next = w0_3;
        else
          state_next = zero;
   one:
     if (~sw)
       state_next = w1_1;
     else 
       state_next = one;
   w1_1:
     if (~sw)
         state_next = w1_1;
      else 
        if(~m_tic) 
          state_next = w1_2;
        else
          state_next = w1_1;
   w1_2:
      if (~sw)
          state_next = w1_2;
      else 
       if(~m_tic) 
        state_next = w1_3;
       else
        state_next = w1_1;
   w1_3:
     if (~sw)
         state_next = w1_3;
      else 
      if(~m_tic) 
       state_next = zero;
      else
        state_next = w1_3;
    default: state_next = zero;
   endcase 
end  
assign db_early=((state_reg == one)|| (state_reg == w0_1)|| (state_reg == w0_2)||(state_reg == w0_3) );
endmodule
### flow/run.sh
#!/bin/bash
# OpenROAD 26Q1-2900-gdf79404cd8, Yosys 0.63+post, stock flow scripts
make -C /OpenROAD-flow-scripts/flow DESIGN_CONFIG=/design/flow/config.mk WORK_HOME=/design/flow/orfs finish
### flow/config.mk
export PLATFORM = sky130hd
export DESIGN_NAME = early_debnc
export DESIGN_NICKNAME = early_debnc
export VERILOG_FILES = /design/flow/design.v
export SDC_FILE = /design/flow/constraint.sdc
export NUM_CORES = 4
export LEC_CHECK = 1
export CORE_AREA = 10 10 112 112
export DIE_AREA = 0 0 122 122
### flow/constraint.sdc
current_design early_debnc

set clk_period 3.0
set clk_io_pct 0.2

create_clock -name clk0 -period $clk_period [get_ports {clk}]

set non_clock_inputs [all_inputs -no_clocks]
set_input_delay [expr $clk_period * $clk_io_pct] -clock clk0 $non_clock_inputs
set_output_delay [expr $clk_period * $clk_io_pct] -clock clk0 [all_outputs]
==> deck_impl_summary.md <==
Implementation Results

Placement
  – GPL Wtd Cong: 0.721
  – Dpl hpwl: 1070 um
  – Post-DP Area: 0.00127 sq mm
  – Port Buffers: 3

Clock network
  – PostCTS Resize Cnt: 0
  – CTS tree: yes
  – Post-CTS setup buffer count: 0
  – H-tree Lvls: 1
  – Reg clk slew, reported paths: 0.09 ns
  – Latency at later pin: 0.27 ns
  – Hold_buf cts: 0
  – Max clock buf depth: 2
  – CTS buffer count: 3
  – Clock sinks: 28
  – Root Driver: clkbuf_8

Layout
  – Final instance area: 0.00135 sq mm
  – Fillers: between 1k and 1.5k
  – Area grow syn2layout: 28.3%
  – Logic cell area: 342 sq um
  – Most numerous logic cell after layout: dfrtp_1
  – Commonest non-fill, non-tap cells in the layout: dfrtp_1, conb_1, nor4b_1
  – Max FFs per register: 20
  – Ratio of cells with drive above 1 in the final layout: 10.8%
  – Reg area: 702 sq um

Floorplan
  – Die area: 0.0149 sq mm
  – Die width: 122 um
  – I/O pins: 4
  – Initial core utilization: 10.2%
  – Core Region: 0.0102 sq mm
  – Die Y: ~120 um
  – FP Rows: 37

STA
  – Fin Setup TNS: 0 ns
  – Fin. max-slew vios: 0
  – Fmax: 0.493 GHz
  – Period utilisation layout: 67.6%
  – Setup Skew: between 0.002 and 0.003 ns
  – Setup violations, final: 0
  – RSZ-0062 raised after global routing: no
  – Final Hold Fails: 0
  – Period minus WS final: 2.03 ns

Power and ir drop
  – PD cells: 518 mW/mm^2
  – Worst vdd ir: 0.173 mV
  – Net switching power: ~130 uW
  – Leakage power: about 0.00056 uW
  – Seq pwr share: between 50% and 60%
  – Clock power share: 41.3%
  – Internal power: approximately 570 uW
  – Net switching share of the total power: about 18%
  – Gate power share: 2.7%

Synthesis
  – Seq share, synth: 66.9%
  – YS chip area: 0.00105 sq mm
  – Ys async rst share: approximately 100%
  – Distinct cells, synth: 27
  – Yosys reg bits: 28
  – Top area cell types: dfrtp_1, nor4b_1, o31ai_1
  – Post-synthesis area per instance: 13.1 sq um
  – Flip-flops with a built-in enable: 0
  – Max-area cell share: between 60% and 70%
  – Post-synth top flop: dfrtp_1
  – Ys Warns: 2
  – Cell taking the most area after synthesis: dfrtp_1
  – Cell area after synthesis: 0.00105 sq mm
  – Yosys cell count: 80
  – Synth Instances: roughly 80

Flow run
  – Tool Warnings: 25
  – Max_cap viols: 0

Detailed routing
  – WL/cell: about 6.7 um
  – Drt pass-1 iters: 4
  – Iteration-0 DRC Markers: 16
  – Vias: 594
  – Ant. Diodes: 0
  – Post-Route WL: 1540 um
  – Post-route ant nets: 0
  – Drc violations: 0
  – Via density: roughly 2.6

Critical path
  – CP max stage delay: 0.41 ns
  – Crit path arrival time: roughly 1.4 ns
  – Worst Path Class, Setup: flop to primary output
  – CP Launch Type: flop
  – CP cell instances: nor3_1, nand2b_1, clkdlybuf4s50_1
  – Req. time, crit path: 2.40 ns
  – Worst Setup End Kind: primary output
  – Worst path slowest cell: dfrtp_1
  – Largest fanout on the critical path: 3

Global routing
  – Vias in the first global route: 561
  – Largest net degree at the start of global routing: 29
  – Congestion Overflow GR: 0
  – GRT Total Usage: 2.08%
  – Antenna violations before repair: 0
  – First-pass GRT wire length: 2590 um

Min path
  – Worst hold path class: flop to flop

Outcome
  – Status: finished, final reports clean
-- final cells by class --
| class | count | share of cell area (%) |
|---|---|---|
| Tap cell | 136 | 12.7 |
| Timing Repair Buffer | 4 | 2.79 |
| Clock inverter | 1 | 2.23 |
| Multi-Input combinational cell | 51 | 25.4 |
| Sequential cell | 28 | 52.2 |
| Inverter | 6 | 1.67 |
| Clock buffer | 3 | 3.07 |
-- power groups by stage --
stage / Clock, uW / Combinational [uW] / Sequential, uW
finish: 288 / 19.0 / 390
global route: 312 / 22.6 / 390
CTS: 297 / 19.7 / 390
-- synthesized netlist by cell type (all sizes together) (2+ instances only) --
cell / n
nor3: 2
inv: 6
and2: 2
o21ai: 2
dfrtp: 27
nor2: 5
nand3: 3
nand4: 3
o31ai: 4
clkbuf: 2
nand2: 4
nor4b: 8
-- worst paths after layout --
check | start | to | slack, ns | depth (start not counted)
worst min register to register | cntr.r_reg[0]$_DFF_PP0_ | cntr.r_reg[0]$_DFF_PP0_ | 0.47 | 1
min in group asynchronous | rst | cntr.r_reg[4]$_DFF_PP0_ | 0.68 | 3
worst max register to register | cntr.r_reg[12]$_DFF_PP0_ | cntr.r_reg[3]$_DFF_PP0_ | 1.16 | 4
worst min-delay path | cntr.r_reg[0]$_DFF_PP0_ | cntr.r_reg[0]$_DFF_PP0_ | 0.47 | 1
worst max-delay path | state_reg[6]$_DFF_PP0_ | db_early | 0.97 | 3
max in group asynchronous | rst | state_reg[0]$_DFF_PP1_ | 2.03 | 3
-- per-stage QoR --
step / power [uW] / setup WS (ns) / utilization, % / hold WS, ns / cells
floorplan: 409 / 1.42 / - / 0.432 / 88
global placement: 417 / 1.17 / 12.4 / 0.447 / 225
detailed placement: 417 / 1.16 / 12.4 / 0.450 / 225
CTS: 706 / 0.948 / 13.1 / 0.470 / 229
global route: 725 / 0.852 / 13.1 / 0.505 / 229
finish: 696 / 0.971 / 13.1 / 0.470 / 229
-- worst max-delay path, delay by kind of cell, from the launching register on --
family | cells | cell delay (ns)
and+or+nand+nor | 2 | 0.34
buffers and inverters | 1 | 0.41
DFF | 1 | 0.41
-- routing by layer --
metal | track usage (%) | routed length (um) | up-vias
li1 | - | - | 294
met4 | 0.820 | 76 | 0
met1 | 2.63 | 706 | 291
met5 | 0 | 0 | -
met2 | 3.23 | 700 | 7
met3 | 0.657 | 60 | 2
-- logic make-up after synthesis --
| group | share of synthesized area (%) |
|---|---|
| AND-OR/OR-AND | 5.37 |
| XOR/XNOR | 0.835 |
| adder cells (fa/ha/maj) | 1.19 |
| buffers and inverters | 3.34 |
| flip-flops | 66.9 |
| multiplexers | 1.07 |
| other | 0.358 |
| AND/OR/NAND/NOR | 20.9 |
Power is estimated from default activity; no workload was simulated.
